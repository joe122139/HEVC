[/design/flow/design.v]
module intra_util(
	clk,
	rst_n,
	arst_n,
	bStop,
	bStop1,
	mode,
	tuSize,
	X,
	Y,
	preStage,
	ref_pos,      
	ref_flag,    
	options,
	ramIdxMapping,
	idx_mapped_,
	isInter,
	modeHor,
	opt_recon,
	unFil_opt_
);
	parameter							isChroma=0;
	input					clk,rst_n,arst_n,bStop,bStop1;
	input [5:0]				mode;
	input [2:0]				tuSize;
	input [2:0]				X,Y;
	input [47:0] 			ref_pos;
	input [15:0] 			ref_flag;
	input [3*8-1:0]  		ramIdxMapping;
	input [3:0] 			preStage;
	input					isInter,modeHor;
	output	[53:0]   		options;
	output 	reg [3*24-1:0]	idx_mapped_;
	output	[2:0]			opt_recon;
	output 	[1:0]			unFil_opt_;
	reg 	[1:0]			opt_,opt;
	reg     				en_result;
	wire noFilter1= (tuSize ==2) || mode == 6'd1;
	wire noFilter22 = (mode== 6'd10) || (mode== 6'd9) || (mode== 6'd11) ;
	wire noFilter23 = (mode== 6'd25) || (mode== 6'd26) || (mode== 6'd27) ;
	wire noFilter2 = (tuSize ==4) && (noFilter23 || noFilter22);
	wire noFilter3 =  (tuSize ==5 ) && (mode == 10 || mode == 26) ;
	wire noFilter4 = ((tuSize == 3) && (mode!=0 && mode!=2)) && (mode!=18 && mode!=34);
	reg [5:0] pos [7:0];
	reg [5:0] pos_plus1 [7:0];
	reg [5:0] pos_minus1 [7:0];
	reg [1:0] flag [7:0];    
	reg [1:0] midLtRt_opt[7:0];
	reg [15:0] midLtRt_opt_; 
	reg [2:0] ramIdx [7:0];
	reg [1:0] pixIdx [7:0];
	reg [2:0] ramIdx_left [7:0];
	reg [1:0] pixIdx_left [7:0];
	reg [2:0] ramIdx_right [7:0];
	reg [1:0] pixIdx_right [7:0];
	wire [2:0] idx_mapping[7:0];
	reg [2:0] idx_mapped[7:0],idx_mapped_lt[7:0],idx_mapped_rt[7:0];
	reg   isBuf,isBuf1,refFilter;
	reg   [2:0] bottomL_opt,topR_opt,DC_opt;
	reg   [2:0] bottomL_opt_,topR_opt_,DC_opt_;
	reg [1:0]		unFil_opt,unFil_opt_;
	reg	[7:0]		n_tl_n_63_,n_tl_n_63;
	wire x33 = (X==3 && Y==3);
	wire x11 = (X==1 && Y==1);
	wire dc5 = (tuSize == 3'd5 && preStage == 4'd8);
	wire dc4 = (tuSize == 3'd4 && x33);
	wire dc3 = (tuSize == 3'd3 && x11);
	wire  isBuf_ = (mode == 6'd0 && ( (tuSize==3'd5 && X!=4'd7)  || (tuSize==3'd4 && X!=4'd3) ||  (tuSize==3'd3 && X!=4'd1)  ));
	wire  isBuf1_ = (mode==6'd0 && (( tuSize ==3'd5 && X==4'd7 )|| (tuSize==3'd4 && X==4'd3) 
							|| (tuSize==3'd3 && X==4'd1 && Y!=1) ));
	wire  refFilter_ = ( (noFilter1 || noFilter2) || (noFilter3 || noFilter4 ) || isChroma)? 0:1;
	assign {idx_mapping[0],idx_mapping[1],idx_mapping[2],idx_mapping[3],
			idx_mapping[4],idx_mapping[5],idx_mapping[6],idx_mapping[7]} = ramIdxMapping;
	wire [5:0]   maxIdx = (((1<<tuSize)<<1)-1);
	wire [7:0]	 pos_neq_maxIdx = {pos[7]!=maxIdx,pos[6]!=maxIdx,pos[5]!=maxIdx,pos[4]!=maxIdx,pos[3]!=maxIdx,pos[2]!=maxIdx,pos[1]!=maxIdx,pos[0]!=maxIdx};
	reg [7:0]	 pos_neq_maxIdx_buf1, pos_neq_maxIdx_buf;
	reg			 n_isBuf_refFilter,n_isBuf1_refFilter;
	always @(posedge clk or negedge arst_n)	begin
		if(!arst_n)	begin
			{isBuf,isBuf1,refFilter,midLtRt_opt_,idx_mapped_,topR_opt_,bottomL_opt_,DC_opt_,
			n_isBuf_refFilter,n_isBuf1_refFilter,pos_neq_maxIdx_buf,pos_neq_maxIdx_buf1,
			n_tl_n_63} <= 0;
			{opt_,en_result} <= 0;
			unFil_opt_ <= 0;
			end
		else if(!rst_n)	begin
			{isBuf,isBuf1,refFilter,midLtRt_opt_,idx_mapped_,topR_opt_,bottomL_opt_,DC_opt_,
			n_isBuf_refFilter,n_isBuf1_refFilter,pos_neq_maxIdx_buf,pos_neq_maxIdx_buf1,
			n_tl_n_63} <= 0;
			{opt_,en_result} <= 0;
			unFil_opt_ <= 0;
			end
		else	begin
			if(!bStop)	begin
				isBuf <= isBuf_;
				isBuf1	<= isBuf1_;
				refFilter <= refFilter_;
				midLtRt_opt_ <= {midLtRt_opt[0],midLtRt_opt[1],midLtRt_opt[2],midLtRt_opt[3]
								 ,midLtRt_opt[4],midLtRt_opt[5],midLtRt_opt[6],midLtRt_opt[7]};
				idx_mapped_ <= {idx_mapped[0],idx_mapped[1],idx_mapped[2],idx_mapped[3],
							idx_mapped[4],idx_mapped[5],idx_mapped[6],idx_mapped[7],
							idx_mapped_lt[0],idx_mapped_lt[1],idx_mapped_lt[2],idx_mapped_lt[3],
							idx_mapped_lt[4],idx_mapped_lt[5],idx_mapped_lt[6],idx_mapped_lt[7],
							idx_mapped_rt[0],idx_mapped_rt[1],idx_mapped_rt[2],idx_mapped_rt[3],
							idx_mapped_rt[4],idx_mapped_rt[5],idx_mapped_rt[6],idx_mapped_rt[7]};
				topR_opt_ <= topR_opt;
				bottomL_opt_ <= bottomL_opt;
				DC_opt_ <= DC_opt;
				n_isBuf_refFilter <= !isBuf_  && refFilter_;
				n_isBuf1_refFilter <= !isBuf1_  && refFilter_;
				pos_neq_maxIdx_buf <=  {!isBuf_&& refFilter_ && pos_neq_maxIdx[7],
										!isBuf_&& refFilter_ && pos_neq_maxIdx[6],
										!isBuf_&& refFilter_ && pos_neq_maxIdx[5],
										!isBuf_&& refFilter_ && pos_neq_maxIdx[4],
										!isBuf_&& refFilter_ && pos_neq_maxIdx[3],
										!isBuf_&& refFilter_ && pos_neq_maxIdx[2],
										!isBuf_&& refFilter_ && pos_neq_maxIdx[1],
										!isBuf_&& refFilter_ && pos_neq_maxIdx[0]};
				pos_neq_maxIdx_buf1 <=  {!isBuf1_ && refFilter_ && pos_neq_maxIdx[7],
										!isBuf1_ && refFilter_ && pos_neq_maxIdx[6],
										!isBuf1_ && refFilter_ && pos_neq_maxIdx[5],
										!isBuf1_ && refFilter_ && pos_neq_maxIdx[4],
										!isBuf1_ && refFilter_ && pos_neq_maxIdx[3],
										!isBuf1_ && refFilter_ && pos_neq_maxIdx[2],
										!isBuf1_ && refFilter_ && pos_neq_maxIdx[1],
										!isBuf1_ && refFilter_ && pos_neq_maxIdx[0]};	
				unFil_opt_ <= unFil_opt;				 
				n_tl_n_63 <= n_tl_n_63_;
				{opt_,en_result} <= {opt,!bStop1 && preStage[3]};
			end
		end
	end
	always@(*)	begin
			bottomL_opt = 4;
			topR_opt = 4;
		if (preStage == 4'd2 && mode==0 && tuSize == 5) 
			bottomL_opt = 0; 
		if (preStage == 4'd3 && mode==0 && tuSize == 5)
			topR_opt= 0;	
		if (dc4) 
			bottomL_opt = 1; 
		if (preStage == 4'd0 && mode!=6'd1 && tuSize == 4)
			topR_opt=1;
		if (dc3)	begin
			bottomL_opt = 2;
			topR_opt = 2;
			end
		if (tuSize==2) begin
			bottomL_opt = 3;
			topR_opt =3;
			end
		if((tuSize==5 ) && (preStage[0]==preStage[1]))
			DC_opt = 0; 
		else if(((tuSize==5 ) && (preStage[0]!=preStage[1])) || (dc4 && preStage[3]) ) 
			DC_opt = 1; 
		else if (tuSize ==4 && preStage==0)
			DC_opt = 2; 
		else if(dc3)
			DC_opt = 3;
		else if (tuSize==3'd2)
			DC_opt = 4;
		else
			DC_opt = 5;
		unFil_opt =0;
		if(dc5)
			unFil_opt =1;
		if(dc4 || dc3 || tuSize==3'd2)
			unFil_opt =2;
	end
	generate genvar t;
	for(t=0;t<8;t=t+1)begin: xt
		always @(*) begin 
			pos[t]   =  ref_pos[(47-6*t):(42-6*t)] ; 
			pos_plus1[t] = pos[t]+1;
			pos_minus1[t] = pos[t]-1;
			flag[t]  =  ref_flag[(15-2*t):(14-2*t)] ;
			pixIdx[t] = (pos[t]%4);
			pixIdx_left[t] = (pos_minus1[t]%4);
			pixIdx_right[t] = (pos_plus1[t]%4);
			if(flag[t]==3'd2)   begin
				midLtRt_opt [t] = 0;
			end 
			else  if(flag[t]==3'd0 && pos[t]==0) begin
				midLtRt_opt [t] = 1;
			end 
			else if (flag[t]==3'd1 && pos[t]==0) begin
				midLtRt_opt [t] = 2;
			end
			else begin
				midLtRt_opt [t] = 3;     
			end    
			if(flag[t]!=2 && pos[t]!=63)
			    n_tl_n_63_[t] = 1;
			else 
				n_tl_n_63_[t] = 0;
			case(flag[t])
			2'd0:begin 
				ramIdx[t] = ((pos[t]>>2)%8);
				ramIdx_right[t] = ((pos_plus1[t]>>2)%8);
				ramIdx_left[t] = ((pos_minus1[t]>>2)%8);
			end
			2'd1:begin
				ramIdx[t] = 7-((pos[t]>>2)%8);
				ramIdx_right[t] = 7-((pos_plus1[t]>>2)%8);
				ramIdx_left[t] = 7-((pos_minus1[t]>>2)%8);
			end
			default :begin
				ramIdx[t] = 0;
				ramIdx_right[t] = 0;
				ramIdx_left[t] = 0;
			end
			endcase
			idx_mapped[t] = idx_mapping[(ramIdx[t])];
			idx_mapped_lt[t] = idx_mapping[(ramIdx_left[t])];
			idx_mapped_rt[t] = idx_mapping[(ramIdx_right[t])];
		end	 
	end	 
	endgenerate
	assign options = {isBuf,isBuf1,refFilter,midLtRt_opt_,topR_opt_,bottomL_opt_,DC_opt_,
	n_isBuf_refFilter,n_isBuf1_refFilter,pos_neq_maxIdx_buf,pos_neq_maxIdx_buf1,n_tl_n_63};
always @(*) begin
	opt = 0;
	if(!isInter && modeHor)
		opt =1;
	if(isInter)
		opt =2;
end
	assign  opt_recon = {opt_,en_result};
endmodule
[/design/flow/run.sh]
#!/bin/bash
# OpenROAD 26Q1-2900-gdf79404cd8, Yosys 0.63+post, stock flow scripts
make -C /OpenROAD-flow-scripts/flow DESIGN_CONFIG=/design/flow/config.mk WORK_HOME=/design/flow/orfs finish
[/design/flow/config.mk]
export PLATFORM = sky130hd
export DESIGN_NAME = intra_util
export DESIGN_NICKNAME = intra_util
export VERILOG_FILES = /design/flow/design.v
export SDC_FILE = /design/flow/constraint.sdc
export NUM_CORES = 4
export LEC_CHECK = 1
export CORE_UTILIZATION = 50
[/design/flow/constraint.sdc]
current_design intra_util

set clk_period 1.0
set clk_io_pct 0.2

create_clock -name clk0 -period $clk_period [get_ports {clk}]

set non_clock_inputs [all_inputs -no_clocks]
set_input_delay [expr $clk_period * $clk_io_pct] -clock clk0 $non_clock_inputs
set_output_delay [expr $clk_period * $clk_io_pct] -clock clk0 [all_outputs]
==> summary.rpt <==
PHYSICAL IMPLEMENTATION REPORT
----------------------------------------------------
[Clocking]
  Clk Tree Root Cell ........................ clkbuf_16
  Maximum clock path buffer count ........................ 2
  Num Clock Sinks ........................ 130
  Number of buffers created by CTS ........................ 17
  Max H-tree Level ........................ 4

[Yosys]
  Gate Count Post-Synth ........................ 2237
  Distinct lib cells used ........................ 90
  Synthesized area per cell ........................ 7.063 um^2
  Count of yosys warnings during synthesis ........................ 15
  Post-synthesis register bit count ........................ 130
  Commonest register cell after synthesis ........................ dfrtp_1
  Number of enable-type register cells in the synthesized netlist ........................ 0
  Share of flip-flops with an asynchronous set or reset after synthesis ........................ 1.000
  Number of cell instances after yosys synthesis ........................ 2237
  Post-synthesis cell area ........................ 15800 um^2
  Synth Seq Share ........................ 0.2059
  Chip area from the yosys synthesis statistics ........................ 15800 um^2

[Global routing]
  Via count of the first global-routing pass ........................ 29470
  Overall routing resource usage ........................ 0.8770
  Congestion Overflow GR ........................ 530
  Largest net degree at the start of global routing ........................ 61
  Wire length of the first global-routing pass ........................ 206400 um

[Placed design]
  Final weighted congestion in routability-driven placement ........................ 1.141
  Total placed cells including tap cells ........................ 3336
  Number of port buffers ........................ 244
  Post-detail-place hpwl ........................ 57390 um

[Outcome]
  Stage at which the run stopped ........................ 5_1_grt
  First error ........................ [ERROR GRT-0116] Global routing finished with congestion. Check the congestion regions in the DRC Viewer.
  Run status ........................ aborted with a tool error

[Floorplanning]
  Initial cell density of the core ........................ 0.5125
  Number of top-level pins ........................ 245
  Die X ........................ 179.8 um
  Number of rows in the core area ........................ 64
  Floorplan die height ........................ 179.8 um

----------------------------------------------------
## what timing repair did
item / CTS
hold buffers: 1
setup endpoints to repair: 261
resized: 1383
pin swaps: 385
hold endpoints to repair: 130
gates cloned: 11
setup buffers: 223
## per-stage QoR
| step | util | hold slack [ns] | area [um^2] | worst slack [ns] | total power [uW] |
|---|---|---|---|---|---|
| 2_1_floorplan | - | -0.09559 | 18130 | -1.260 | 11710 |
| 3_3_place_gp | 0.8019 | 0.06158 | 24720 | -1.736 | 16840 |
| 3_5_place_dp | 0.8019 | 0.05621 | 24720 | -1.776 | 16960 |
| 4_1_cts | 0.9481 | 0.1985 | 29230 | -0.7395 | 25910 |
## synth_stat cells, drive strengths merged, types with 24 or more instances
| master | number | area, um^2 |
|---|---|---|
| nor2 | 259 | 982.2 |
| nor2b | 48 | 300.3 |
| a211oi | 31 | 232.7 |
| nand2 | 222 | 833.3 |
| xnor2 | 49 | 504.2 |
| clkbuf | 174 | 654.4 |
| a22oi | 73 | 548.0 |
| nand2b | 33 | 214.0 |
| inv | 45 | 168.9 |
| and2 | 29 | 181.4 |
| a21oi | 124 | 620.6 |
| a31oi | 34 | 212.7 |
| dfrtp | 130 | 3253 |
| o31ai | 25 | 187.7 |
| o21ai | 169 | 845.8 |
| nand3 | 74 | 370.4 |
| a221oi | 51 | 470.5 |
| a22o | 40 | 350.3 |
| mux2i | 44 | 440.4 |
| nor3 | 55 | 286.5 |
| buf | 66 | 331.6 |
| or3 | 24 | 152.6 |
| xor2 | 30 | 262.8 |
| o211ai | 24 | 180.2 |
## cell families after synthesis
kind of cell               synth area share
and+or+nand+nor                      0.2738
AOI/OAI and AO/OA                    0.3561
buffers and inverters               0.07405
DFF                                  0.2059
xor gates and xnor gates            0.04855
muxes                               0.03786
adders and majority gates          0.003802
## routing by layer
layer	track usage	overflow
met1	0.8957	14
met2	0.9760	274
met3	0.7955	36
met4	0.8069	200
met5	0.6267	6
Power and IR drop assume default switching activity.
