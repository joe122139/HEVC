`./config.mk`:
```
export PLATFORM = sky130hd
export DESIGN_NAME = intra_write
export DESIGN_NICKNAME = intra_write
export VERILOG_FILES = /design/flow/design.v
export SDC_FILE = /design/flow/constraint.sdc
export NUM_CORES = 4
export LEC_CHECK = 1
export CORE_AREA = 10 10 249 249
export DIE_AREA = 0 0 259 259
```
`./constraint.sdc`:
```
current_design intra_write

set clk_period 34.6
set clk_io_pct 0.2

create_clock -name clk0 -period $clk_period [get_ports {clk}]

set non_clock_inputs [all_inputs -no_clocks]
set_input_delay [expr $clk_period * $clk_io_pct] -clock clk0 $non_clock_inputs
set_output_delay [expr $clk_period * $clk_io_pct] -clock clk0 [all_outputs]
```
`./design.v`:
```
`timescale 1ns/1ps
module intra_write(
	clk,
	rst_n,
	arst_n,
	bStop,
	bStop_pre,
	reconSamples		 
	,xTb
	,yTb
	,X
	,Y
	,tuSize
	,partIdx
	,nMaxCUlog2
	,verFlag
	,horFlag
	,isLastCycInTb
	,r_tl_data
	,isCalStage
	,cIdx
	,w_data				 
	,w_data_TL
	,w_addr
	,w_addr_TL
	,wE_n 
	,bDelayWrite
	,opt_w_tl
	,opt_w
	,w_TL_rela_
);
	parameter					isChroma=0;
	parameter 					bitDepth = 8;
	parameter AW = 8;
	parameter SRAMDW = bitDepth*4;
	parameter AW_TL = 11;
	parameter nSRAMs = 8;
	parameter 							PIC_WIDTH = 7680;
	parameter							ADR_BASE = PIC_WIDTH>>5;
	parameter							ADR_BASE_TL = PIC_WIDTH>>2;
	input 								clk,rst_n,arst_n,bStop,bStop_pre;
	input [16*bitDepth-1:0]  			reconSamples;
	input [12:0]						xTb;
	input [12:0]						yTb;
	input [2:0]							X,Y;
	input [2:0] 						tuSize;
	input [bitDepth*2-1:0]  			r_tl_data;
	reg [bitDepth-1:0]  				r_tl_4,r_tl_4_cr;
	input [1:0]							partIdx;
	input [2:0]							nMaxCUlog2;
	input [15:0]						verFlag,horFlag;
	input								isLastCycInTb;
	input								isCalStage;
	input [1:0]							cIdx;
	input [3*8-1:0]						opt_w;
	input [2:0]							opt_w_tl;	
	input [4:0]							w_TL_rela_;
	output reg [SRAMDW*8-1:0]			w_data;
	output reg [bitDepth-1:0]			w_data_TL;
	output reg [AW*8-1:0]				w_addr;
	output reg [AW_TL-1:0]				w_addr_TL;
	output reg [8:0]                    wE_n;
	output reg 							bDelayWrite;
	reg [12:0] 							w_TL_base ;
	reg signed [4:0]					w_TL_rela ;
	reg [AW_TL-1:0]						reg_TL_adr,reg_TL_adr_cr;
	reg	[13:0]							xTbPlusXmin1;
	reg [bitDepth-1:0] 					recon[3:0][3:0];
	reg [bitDepth-1:0]					sramPix[7:0][3:0];
	reg [AW-1:0]			 			adr[7:0];
	reg [3:0] 							x_4inMaxCb,y_4inMaxCb; 
	reg [AW-1:0] 						adrShift[7:0];
	reg [AW-1:0] 						relaAdr[7:0];
	reg [6:0] 							nPB,nMaxCb;
	reg [6:0]							y_bar,x_bar;
	reg [5:0] 							Xplus1sf2,Yplus1sf2;
	reg 	  							addrYUVSel;
	reg									isLastTu;
	reg [2:0]							opt_tl;
	reg [2:0]							opt[7:0];	
	always @(*)	begin
		Xplus1sf2 = (X+1)<<2;
		Yplus1sf2 = (Y+1)<<2;
		addrYUVSel  = (cIdx[0]||cIdx[1]);
		nPB = 1<<tuSize;
		x_4inMaxCb = (xTb%nMaxCb>>2)+X;
		y_4inMaxCb = (yTb%nMaxCb>>2)+Y;
		xTbPlusXmin1 = xTb+Xplus1sf2-1;
		x_bar = xTbPlusXmin1%nMaxCb;
		y_bar = (yTb+Yplus1sf2-1)%nMaxCb;
		nMaxCb = (1<<nMaxCUlog2);
		isLastTu = (yTb%nMaxCb+nPB)==nMaxCb && (xTb%nMaxCb+nPB==nMaxCb);
		{r_tl_4,r_tl_4_cr} = r_tl_data;
		{opt_tl,opt[0],opt[1],opt[2],opt[3],opt[4],opt[5],opt[6],opt[7]} = {opt_w_tl,opt_w};
	end
	generate
	  genvar i,j;
	  for(i=0;i<4; i=i+1)begin: xi		 
		  for(j=0 ;j<4;j=j+1) begin: xj		 
		   always @(*)  begin   
		      recon[i][j] =  reconSamples[16*bitDepth-1-bitDepth*(4*i+j):15*bitDepth-bitDepth*(4*i+j)];
		  end
		 end
		end
	  genvar k,l;
	  for(k=0;k<8; k=k+1)begin	:xk		 
		  for(l=0 ;l<4;l=l+1) begin: xl		 
		   always @(*)  begin   
			  w_data [bitDepth*32-1-bitDepth*(4*k+l):bitDepth*31-bitDepth*(4*k+l)] =  sramPix[k][l];
		  end
		 end
		 always @(*)     
		    w_addr [8*AW-1 - AW*k : 7*AW - AW*k ]  = adr[k];		 
		end
	endgenerate
	always @(posedge clk or negedge arst_n)	begin
		if(~arst_n)	begin
			reg_TL_adr <=0 ;
			reg_TL_adr_cr <=0 ;
			bDelayWrite <= 0;
			end
		else if(!rst_n)	begin
			reg_TL_adr <=0 ;
			reg_TL_adr_cr <=0 ;
			bDelayWrite <= 0;
			end
		else 	begin
			if((tuSize!= 2 && X==Y && Xplus1sf2 == nPB) ||(tuSize==2 && cIdx!=0 && isCalStage))
				if(cIdx!=2)
					reg_TL_adr <= bStop? reg_TL_adr : w_addr_TL;
				else
					reg_TL_adr_cr <= bStop? reg_TL_adr_cr : w_addr_TL;
			if(isLastCycInTb && isLastTu && bStop_pre && !bStop)
				bDelayWrite <=1 ;
			if(bDelayWrite && !bStop_pre) 
				bDelayWrite <= 0;
			end
	end
	always @(*) begin
		w_TL_rela = 0;
		w_TL_base = 0;
		if(isLastCycInTb && (tuSize!=2 || isChroma))	begin
			w_TL_base = cIdx==0?reg_TL_adr:((cIdx==1)?reg_TL_adr_cr:reg_TL_adr);
			w_TL_rela = 0;
		end
		else  begin
			case(opt_tl)
			1:begin	
				w_TL_base = (!isChroma || cIdx==1)?(xTbPlusXmin1>>2): (ADR_BASE_TL>>1)+(xTbPlusXmin1>>2);   	 
				w_TL_rela = 0;			end
			2:begin
				w_TL_base = (!isChroma || cIdx==1)? ADR_BASE_TL+1:ADR_BASE_TL+9;				 
				w_TL_rela = w_TL_rela_; 
			end
			3:begin
				w_TL_base =(!isChroma || cIdx==1)?  ADR_BASE_TL+32:ADR_BASE_TL+24;			 
				w_TL_rela = w_TL_rela_; 
			end
			4:begin
				w_TL_base = (!isChroma || cIdx==1)?ADR_BASE_TL+32:ADR_BASE_TL+48;		 
				w_TL_rela = 0;
			end
			5:begin
				w_TL_base = (!isChroma || cIdx==1)?ADR_BASE_TL+32:ADR_BASE_TL+41;			 
				w_TL_rela = w_TL_rela_; 
			end
			default: begin
				w_TL_rela = 0;
				w_TL_base = 0;
			end
			endcase
		end
		w_addr_TL = $signed(w_TL_base)+w_TL_rela;
		wE_n[8] = 1;
		if((bDelayWrite && !bStop_pre) )	begin
			wE_n[8] = 0;
			if(cIdx==0)
				w_data_TL = (tuSize==2)? recon[3][3]:r_tl_4;
			else if(cIdx==1)
				w_data_TL = r_tl_4;
			else 
				w_data_TL = r_tl_4_cr;
		end
		else begin
			if(isLastCycInTb && tuSize==2 )	begin
				w_data_TL = cIdx==0?recon[3][3]:(cIdx==1?r_tl_4_cr:r_tl_4);
				if(  (!isLastTu ) || (isLastTu && !bStop_pre))	begin
					wE_n[8] = !bStop? 0:1;
				end
				else 
					wE_n[8] = 1;
			end
			else if(isLastCycInTb )	begin
				w_data_TL = !cIdx[0]?r_tl_4:r_tl_4_cr;
				if( (!isLastTu ) || (isLastTu && !bStop_pre))	begin
					wE_n[8] = !bStop? 0:1;
				end
				else 
					wE_n[8] = 1;
				end
			else if((Xplus1sf2 == nPB || Yplus1sf2 == nPB) && (X!=Y) && isCalStage)	begin
				w_data_TL = recon[3][3];
				wE_n[8] = !bStop? 0:1;
				end
			else begin
				w_data_TL = 8'd0;
				wE_n[8] = 1;
			end
		end
	end
	generate
		genvar t;
		for(t=0;t<8; t=t+1)begin		:xt
			always @(*) begin
				case(opt[t])
				1: begin
					adrShift[t] = ADR_BASE+2 ;			 
					relaAdr[t] = (cIdx!=2'd2)?y_4inMaxCb[3]:1;
				end
				2:begin
					adrShift[t] = ADR_BASE+6;			 
					relaAdr[t] = (cIdx!=2'd2)?y_4inMaxCb[3]:1;				
				end
				3:begin
					adrShift[t] = ADR_BASE+10;			 
					relaAdr[t] = (cIdx!=2'd2)?y_4inMaxCb[3]:1;
				end
				4:begin
					adrShift[t] = ADR_BASE+12;			 
					relaAdr[t] = (cIdx!=2'd2)?y_4inMaxCb[3]:1;
				end
				5:begin
					adrShift[t] = (cIdx==2'd2)?(ADR_BASE>>1):0; 		 
					relaAdr[t]  =((xTb+(X<<2))>>5);
				end
				6:begin
					adrShift[t] = ADR_BASE+8;			 
					relaAdr[t] = (cIdx!=2'd2)?x_4inMaxCb[3]:1;
				end
				7:begin
					adrShift[t] = ADR_BASE+4;				 
					relaAdr[t] = (cIdx!=2'd2)?x_4inMaxCb[3]:1;
				end
				default:begin
					adrShift[t]=ADR_BASE+1;		 
					relaAdr[t]=0;
				end
				endcase
				adr[t] = (adrShift[t]+relaAdr[t]);
				sramPix[t][0] =  0;
				sramPix[t][1] =  0;
				sramPix[t][2] =  0;
				sramPix[t][3] =  0;
				 if(( Xplus1sf2 == nPB || Yplus1sf2 == nPB) && isCalStage ) begin			 
					  if(t == (~y_4inMaxCb)%8  && Xplus1sf2 == nPB &&  (tuSize!=2 || (tuSize==2 && partIdx[0]==1)))
							begin																									 
								wE_n[t]= (bStop)? 1:0; 
								sramPix[t][0] =  recon[0][3];
								sramPix[t][1] =  recon[1][3];
								sramPix[t][2] =  recon[2][3];
								sramPix[t][3] =  recon[3][3];
						end
					 else if(t== ((~y_4inMaxCb)%8+4)%8 && (Xplus1sf2 == nPB) && (tuSize!=2 || (tuSize==2 && partIdx[0]==1)))
							begin
								wE_n[t]= (bStop)? 1:0; 
								sramPix[t][0] =  recon[0][3];
								sramPix[t][1] =  recon[1][3];
								sramPix[t][2] =  recon[2][3];
								sramPix[t][3] =  recon[3][3];
							end
					else if(t == x_4inMaxCb%8 && Yplus1sf2 == nPB && (tuSize!=2 ||  (tuSize==2  && partIdx!=1))) 
						begin
							wE_n[t]= (bStop)? 1:0; 
							sramPix[t][0] =  recon[3][0];
							sramPix[t][1] =  recon[3][1];
							sramPix[t][2] =  recon[3][2];
							sramPix[t][3] =  recon[3][3];
					end
					else 
						wE_n[t]= 1;				
				end	
				else
					wE_n[t]= 1;			
			end
		end
	endgenerate
endmodule
```
`./run.sh`:
```
#!/bin/bash
# OpenROAD 26Q1-2900-gdf79404cd8, Yosys 0.63+post, stock flow scripts
make -C /OpenROAD-flow-scripts/flow DESIGN_CONFIG=/design/flow/config.mk WORK_HOME=/design/flow/orfs finish
```
==> impl_results.html <==
<h3>Flow metrics</h3>
<table>
<tr><th>Metric</th><th>Value</th></tr>
<tr><th colspan="2">Clock network</th></tr>
<tr><td>TritonCTS clock tree</td><td>done</td></tr>
<tr><td>Total clock sinks</td><td>23</td></tr>
<tr><td>Number of buffers on the longest clock path</td><td>2</td></tr>
<tr><td>H-tree Lvls</td><td>1</td></tr>
<tr><td>CTS root buf</td><td>clkbuf_16</td></tr>
<tr><td>Clock edge transition at the registers on the reported setup and hold paths</td><td>0.06 ns</td></tr>
<tr><td>Number of buffers inserted by hold repair at cts</td><td>0</td></tr>
<tr><td>Number of buffers created by CTS</td><td>3</td></tr>
<tr><td>Latest clock arrival within the worst-skew pair</td><td>0.26 ns</td></tr>
<tr><th colspan="2">STA</th></tr>
<tr><td>Final hold violation count</td><td>0</td></tr>
<tr><td>Max Slew Vio Count</td><td>0</td></tr>
<tr><td>Fraction of the cycle the final worst path needs</td><td>108.0%</td></tr>
<tr><td>Rel. slew slack</td><td>31.91%</td></tr>
<tr><td>Worst-margin pin slew</td><td>between 1 and 1.5 ns</td></tr>
<tr><td>Worst Slack Setup Final</td><td>-2.760 ns</td></tr>
<tr><td>Total Negative Setup Slacks</td><td>-569.99 ns</td></tr>
<tr><td>Highest clock rate</td><td>0.02677 GHz</td></tr>
<tr><td>Total of endpoints with negative setup slack in the final report</td><td>329</td></tr>
<tr><td>Final Hold Slack</td><td>0.4750 ns</td></tr>
<tr><td>RSZ-0062 raised after global routing</td><td>yes</td></tr>
<tr><td>Post-route minimum period</td><td>between 30 and 40 ns</td></tr>
<tr><td>Clk_skew</td><td>0.002151 ns</td></tr>
<tr><th colspan="2">GRT</th></tr>
<tr><td>Initial antenna violation count</td><td>8</td></tr>
<tr><td>Via count of the first global-routing pass</td><td>25.05k</td></tr>
<tr><td>Pin count of the biggest net entering global routing</td><td>~57</td></tr>
<tr><td>First-pass GRT wire length</td><td>148.2 mm</td></tr>
<tr><td>Overall routing resource usage</td><td>27.90%</td></tr>
<tr><td>Global-route congestion overflow total</td><td>0</td></tr>
<tr><th colspan="2">Yosys</th></tr>
<tr><td>Mapped Cells</td><td>2916</td></tr>
<tr><td>Yosys Warn Count</td><td>7</td></tr>
<tr><td>Cell area leaders</td><td>ha_1, a21oi_1, nand2_1</td></tr>
<tr><td>Yosys xor share</td><td>roughly 8%</td></tr>
<tr><td>Commonest cells in the synthesized netlist</td><td>nand2_1, a21oi_1, nor2_1, ha_1, inv_1</td></tr>
<tr><td>Dominant combinational family</td><td>AND-OR/OR-AND gates</td></tr>
<tr><td>Sequential area share after synthesis</td><td>under 10%</td></tr>
<tr><td>Synthesis area per yosys</td><td>19050 sq um</td></tr>
<tr><td>Most used standard cell by instance count after synthesis</td><td>nand2_1</td></tr>
<tr><td>Area fraction in and, or, nand and nor cells</td><td>27.38%</td></tr>
<tr><td>Synth async-reset ratio</td><td>roughly 100%</td></tr>
<tr><td>Share of synthesized cell area in and-or and or-and compound cells</td><td>31.61%</td></tr>
<tr><td>Mux frac, synth</td><td>around 5.6%</td></tr>
<tr><td>Top-area cell share</td><td>17.21%</td></tr>
<tr><td>Flops &amp; latches, synth</td><td>23</td></tr>
<tr><td>Cell total in the yosys stat output</td><td>slightly below 3k</td></tr>
<tr><td>Biggest area consumer among synthesized cells</td><td>ha_1</td></tr>
<tr><td>Adders+Majority by Area</td><td>a little under a fifth</td></tr>
<tr><td>EDFF count, synth</td><td>0</td></tr>
<tr><td>Netlist area before placement</td><td>~19000 sq um</td></tr>
<tr><td>Number of library cell types mapped by synthesis</td><td>110</td></tr>
<tr><td>Mean post-synth cell area</td><td>6.533 sq um</td></tr>
<tr><td>Main synth FF type</td><td>dfrtp_1</td></tr>
<tr><th colspan="2">Hold path</th></tr>
<tr><td>Worst hold-check path type</td><td>register to register</td></tr>
<tr><th colspan="2">Final layout</th></tr>
<tr><td>Post-layout instance count excluding filler cells</td><td>~5.2k</td></tr>
<tr><td>Fraction of layout cells with a size suffix above 1</td><td>48.14%</td></tr>
<tr><td>Area grow syn2layout</td><td>96.58%</td></tr>
<tr><th colspan="2">Drt</th></tr>
<tr><td>Vias per cell</td><td>around 5.4</td></tr>
<tr><td>First DRT Iteration DRCs</td><td>1896</td></tr>
<tr><td>Total Wirelength</td><td>106.6 mm</td></tr>
<tr><td>Detailed-route wire length per cell</td><td>20.36 um</td></tr>
<tr><td>Router iterations before antenna repair</td><td>7</td></tr>
<tr><td>DRC</td><td>0</td></tr>
<tr><td>Remaining antenna violation count</td><td>0</td></tr>
<tr><td>Via Count</td><td>~28k</td></tr>
<tr><th colspan="2">Placement</th></tr>
<tr><td>Post-DP HPWL</td><td>78.56 mm</td></tr>
<tr><td># port buffers</td><td>501</td></tr>
<tr><td>Routability congestion estimate from global placement</td><td>approximately 1.0</td></tr>
<tr><td>Placed Instances</td><td>about 4.8k</td></tr>
<tr><th colspan="2">Critical path</th></tr>
<tr><td>Endpoint class of the critical path</td><td>primary output</td></tr>
<tr><td>Peak fanout along the critical path</td><td>6</td></tr>
<tr><td>Launching element type of the critical path</td><td>input port</td></tr>
<tr><td>Critical path's most frequent cell</td><td>buf_4</td></tr>
<tr><td>Slowest stage delay, CP</td><td>0.44 ns</td></tr>
<tr><td>Kind of critical path</td><td>input port to primary output</td></tr>
<tr><td>Cell with the largest stage delay on the worst path</td><td>or3_4</td></tr>
<tr><td>Data required time at the worst endpoint</td><td>27.68 ns</td></tr>
<tr><td>Data arrival time at the worst-slack endpoint</td><td>30.44 ns</td></tr>
<tr><th colspan="2">Run status</th></tr>
<tr><td>Violated checks</td><td>setup timing</td></tr>
<tr><td>Outcome</td><td>complete, but fails checks</td></tr>
<tr><th colspan="2">Job</th></tr>
<tr><td>Total number of warnings across the stage logs</td><td>151</td></tr>
<tr><td>Maximum Capacitance Violations</td><td>0</td></tr>
<tr><th colspan="2">Floorplanning</th></tr>
<tr><td>Fp util</td><td>33.72%</td></tr>
<tr><td>Core ar.</td><td>~56000 sq um</td></tr>
<tr><td>Total number of placement rows</td><td>about 87</td></tr>
<tr><td>Area of the die</td><td>67080 sq um</td></tr>
<tr><td>Die x size</td><td>259 um</td></tr>
<tr><td>Overall die height</td><td>about 260 um</td></tr>
<tr><td>I/O Pins</td><td>approximately 600</td></tr>
</table>
## cell usage in the layout, fill, tap and decap left out, drive strengths merged, types with 22 or more instances in the layout
| master | instances |
|---|---|
| buf | 1309 |
| nand2b | 44 |
| nor3 | 68 |
| xor2 | 66 |
| clkdlybuf4s50 | 160 |
| a21o | 81 |
| mux2i | 73 |
| clkbuf | 121 |
| a21oi | 372 |
| o21ai | 142 |
| xnor2 | 108 |
| ha | 262 |
| nand3 | 52 |
| mux2 | 29 |
| inv | 146 |
| o21bai | 38 |
| or3 | 38 |
| o21a | 53 |
| and2 | 22 |
| a211oi | 36 |
| dfrtp | 23 |
| and3 | 25 |
| o211ai | 30 |
| nor2 | 333 |
| nand2 | 418 |
| or2 | 30 |
| dlymetal6s2s | 74 |
| nor2b | 41 |
## path summary, 6_finish.rpt
path	from	endpoint	slack, ns	depth (start not counted)
worst max-delay path	nMaxCUlog2[1]	w_addr[46]	-2.76	147
worst min register to register	reg_TL_adr[8]$_DFFE_PN0P_	reg_TL_adr[8]$_DFFE_PN0P_	0.47	2
worst max register to register	reg_TL_adr_cr[0]$_DFFE_PN0P_	reg_TL_adr[10]$_DFFE_PN0P_	31.11	17
worst min-delay path	reg_TL_adr[8]$_DFFE_PN0P_	reg_TL_adr[8]$_DFFE_PN0P_	0.47	2
min in group asynchronous	arst_n	reg_TL_adr_cr[8]$_DFFE_PN0P_	7.08	2
max in group asynchronous	arst_n	reg_TL_adr_cr[4]$_DFFE_PN0P_	27.26	2
## layout make-up
class	count	area, sq um
fill	4226	19050
timing repair buffer	1671	14160
antenna	6	15.01
inverter	149	570.5
sequential	23	575.6
clock buffer	4	78.83
tap	756	945.9
multi-input combinational	2627	21100
## cell families after synthesis
family | Yosys count
and+or+nand+nor | 1141
AOI/OAI and AO/OA | 931
DFF | 23
adders and majority gates | 279
muxes | 102
buffers and inverters | 266
xor gates and xnor gates | 174
## through the flow
stage,setup WS [ns],util [%],instance area [sq um]
finish,-2.760,66.28,37450
global route,-3.816,66.27,37440
CTS,-2.705,59.29,33490
detailed placement,-3.662,55.49,31350
global placement,-3.393,55.49,31350
floorplan,-1.804,-,20310
## metal layers
metal | vias to the layer above | wire length [um] | track usage (%)
met3 | 164 | 8821 | 3.781
met2 | 1072 | 47010 | 44.62
li1 | 13640 | - | -
met4 | 6 | 2659 | 4.248
met1 | 13546 | 48070 | 40.16
met5 | - | 31 | 0
## state kept, by name (all words and copies together), names as in the netlist
register and count:
reg_TL_adr_cr 11, bDelayWrite 1, reg_TL_adr 11
## critical path, delay by kind of cell
family                     cells  cell delay, ns
AOI/OAI and AO/OA             47            7.73
xor gates and xnor gates       2            0.31
adders and majority gates     14            3.65
buffers and inverters         41            4.68
muxes                          3            0.76
and+or+nand+nor               40            6.29
## repair_timing
| item | in CTS | in global routing |
|---|---|---|
| endpoints found under the setup margin | 329 | 329 |
| pin swaps | 178 | 299 |
| setup buffers | 193 | 257 |
| gates resized | 442 | 1127 |
| cloned | 2 | 26 |
