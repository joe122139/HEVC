[flow/design.v]
`timescale 1ns/1ps
module intra_pred_l2
#(
  parameter 				ref_size = 8,
  parameter					bitDepth=8,
  parameter 				ref_DW = bitDepth*ref_size,			 
  parameter 				ANG_BDEPTH = bitDepth+5,
  parameter 				PLA_2_BDEPTH = bitDepth+3
  )
(
	clk
	,arst_n
	,rst_n
	,bStop
	,weight
	,mainRefReg
	,predSamples
	,mode
	,top_left_pixel
	,X
	,Y
	,preStage
	,DC_xxxx_data
	,isPredFilter
	,tuSize
	,gp_bitDepth
	,r_r0
	,r_r1
	,r_plan_0
	,r_plan_1
	,r_plan_2
	,r_plan_3
	,unFil_opt
);
  input							clk,arst_n,rst_n,bStop;
  input [2:0] 					tuSize;
  input [ref_size*bitDepth-1:0] mainRefReg;  
  input [bitDepth-1:0] 			top_left_pixel;
  input [5:0] 					mode;
  input 						isPredFilter;
  input [3:0]					gp_bitDepth;
  input [3:0]					preStage;
  input [1:0]					unFil_opt;
  input [19:0] weight;
  reg [4:0] w[3:0] ;
  output  reg [(bitDepth)*16-1:0] predSamples;      
  reg [(bitDepth-1):0] refm [ref_size-1:0];
  input [2:0]  X,Y;
  input	[(bitDepth+3)*2-1:0]   	DC_xxxx_data;
  reg [bitDepth-1:0] predPixel [3:0][3:0];
  wire [3:0] bdepth_8_10 = gp_bitDepth[1]? 10:8;
  input [(bitDepth+1)*16-1:0]		r_r0,r_r1;		
  input [(bitDepth+4)*16-1:0]	 	r_plan_0,r_plan_1; 
  input [PLA_2_BDEPTH*16-1:0]	 	r_plan_2; 
  input [PLA_2_BDEPTH*16-1:0]	 	r_plan_3; 
generate genvar k;
	for(k=0;k<ref_size;k=k+1)begin: xk
		always @(*) begin
			refm[k] =mainRefReg[bitDepth*8-1-bitDepth*k:bitDepth*7-bitDepth*k];
		end
	end
endgenerate
generate genvar u;
   for(u=0;u<4;u=u+1)begin: xu
		always @(*) begin
			w[u]=weight[19-5*u:15-5*u];
		end
	end
endgenerate
	reg [bitDepth-1:0] a [3:0][3:0];
	reg [bitDepth-1:0] a_ [3:0][3:0];
	reg signed [bitDepth:0] b [3:0];
	reg signed [bitDepth:0] c [3:0];
	reg signed [bitDepth:0] r0[3:0][3:0], r1[3:0][3:0];
	reg [2:0] t0[3:0][3:0];
	reg  [5:0] w0[3:0][3:0], w1[3:0][3:0];
	reg signed [ANG_BDEPTH:0] mul2_sum [3:0][3:0]; 		 
	reg signed [bitDepth+4:0] t [3:0][3:0]; 			 
	reg signed [bitDepth+4:0] t1 [3:0][3:0]; 			 
	reg signed [bitDepth+4:0] t2 [3:0][3:0]; 			 
	reg  [1:0]  tm2; 
	reg signed	 [bitDepth+3:0]	plan_0[3:0][3:0], plan_1[3:0][3:0];
	reg  signed	 [PLA_2_BDEPTH-1:0]	plan_2[3:0][3:0];
	reg  signed	 [PLA_2_BDEPTH-1:0]	plan_3[3:0][3:0];
	reg  signed  [PLA_2_BDEPTH:0]	tmp [3:0][3:0];
reg [bitDepth+3:0] 					DC_xxxxx;
reg [bitDepth+7:0] 					DC_unShift;
reg [bitDepth+7:0] 					DC_unShift_temp;
reg [6:0] 							dev;
reg [2:0] 							shift;
reg [bitDepth-1:0] 					unFilDC;
reg [bitDepth-1:0]					unFilDC_;
reg [bitDepth-1:0]  				unFilDC_5,unFilDC_432;
reg signed [ANG_BDEPTH-1:0] 		ang_0[3:0][3:0],ang_1 [3:0][3:0]; 		 
reg [bitDepth+1:0] 					dc1_9bit[3:0][3:0];
reg [bitDepth-1:0] 					dc2_8bit[3:0][3:0] ,dc3_8bit[3:0][3:0];
reg [bitDepth+2:0] 					DC_xxxx[1:0];
always @(posedge clk or negedge arst_n) begin
	if(~arst_n)
		{DC_unShift,unFilDC_} <= 0;
	else if(~rst_n)
		{DC_unShift,unFilDC_} <= 0;
	else begin
	    if(!bStop) begin
			if(preStage == 4'd0 || tuSize == 3'd3 || tuSize==3'd2)
				DC_unShift <= DC_xxxxx;
			else if(preStage[3]!=1)
				DC_unShift <= DC_unShift_temp; 
			case(unFil_opt)
			3'd1:unFilDC_ <= (DC_unShift+dev)>>shift;
			3'd2:unFilDC_ <= (DC_unShift_temp+dev)>>shift;
			default:;
			endcase
		end
	end
end
always @(*) begin
	tm2 = tuSize-2;
	{r0[0][0],r0[0][1],r0[0][2],r0[0][3],
	r0[1][0],r0[1][1],r0[1][2],r0[1][3],
	r0[2][0],r0[2][1],r0[2][2],r0[2][3],
	r0[3][0],r0[3][1],r0[3][2],r0[3][3]}   = r_r0;
	{r1[0][0],r1[0][1],r1[0][2],r1[0][3],
	r1[1][0],r1[1][1],r1[1][2],r1[1][3],
	r1[2][0],r1[2][1],r1[2][2],r1[2][3],
	r1[3][0],r1[3][1],r1[3][2],r1[3][3]}   = r_r1;
	{DC_xxxx[0],DC_xxxx[1]} = DC_xxxx_data;
	DC_xxxxx = DC_xxxx[0] + DC_xxxx[1];
	DC_unShift_temp = DC_unShift + DC_xxxxx;
	if(tuSize[1])	 
		DC_unShift_temp = DC_xxxxx;
	dev = (1<<tuSize);
	shift = tuSize+1;
	unFilDC_5 = (DC_unShift+dev)>>shift;
	unFilDC_432 = (DC_unShift_temp+dev)>>shift;
	unFilDC = unFilDC_;
	case(unFil_opt)
	3'd0:unFilDC = unFilDC_;
	3'd1:unFilDC = unFilDC_5; 
	default:unFilDC = unFilDC_432; 
	endcase
end
generate genvar i,j;
	for(i=0;i<4; i=i+1)begin	:xi		 
		always @(*)  begin
			c [i] = ($signed({1'b0,refm[4+i]}-{1'b0,top_left_pixel})>>>1);     
			b [i] = a[i][0]+c[i];
			predSamples[bitDepth*16-1-bitDepth*(4*i):bitDepth*12-bitDepth*(4*i)] = {predPixel[i][0],predPixel[i][1],predPixel[i][2],predPixel[i][3]};
			 {plan_0[i][0],plan_0[i][1],plan_0[i][2],plan_0[i][3]}=r_plan_0[(bitDepth+4)*16-1-(bitDepth+4)*(4*i):(bitDepth+4)*12-(bitDepth+4)*(4*i)];
			 {plan_1[i][0],plan_1[i][1],plan_1[i][2],plan_1[i][3]}=r_plan_1[(bitDepth+4)*16-1-(bitDepth+4)*(4*i):(bitDepth+4)*12-(bitDepth+4)*(4*i)];
			 {plan_2[i][0],plan_2[i][1],plan_2[i][2],plan_2[i][3]}=r_plan_2[PLA_2_BDEPTH*16-1-PLA_2_BDEPTH*(4*i):PLA_2_BDEPTH*12-PLA_2_BDEPTH*(4*i)];
			 {plan_3[i][0],plan_3[i][1],plan_3[i][2],plan_3[i][3]}=r_plan_3[PLA_2_BDEPTH*16-1-PLA_2_BDEPTH*(4*i):PLA_2_BDEPTH*12-PLA_2_BDEPTH*(4*i)];
		end
		for(j=0 ;j<4;j=j+1) begin: xj		 
			always @(*)  begin
				w0[i][j]=32-w[i];
				w1[i][j]=w[i];
				mul2_sum[i][j] = $signed({1'b0,w0[i][j]})*r0[i][j]+ $signed({1'b0,w1[i][j]})*r1[i][j] ;
				a [i][j] = (mul2_sum[i][j]+16)>>5;   
				tmp[i][j] =  plan_2[i][j]+plan_3[i][j];
				t[i][j] = plan_0[i][j] +(plan_1[i][j])+ (tmp[i][j]>>>2);
				t1[i][j]= tm2[1]? {2'b00,t[i][j][bitDepth+4:2]}:t[i][j]; 
				t2[i][j]= tm2[0]? {1'b0,t1[i][j][bitDepth+4:1]}:t1[i][j];
				a_ [i][j] = (t2[i][j] + refm[4+i] + refm[j] + 1) >> 1; 
				dc2_8bit[i][j] =0; dc3_8bit[i][j] = 0;   dc1_9bit[i][j] = 0;   
				if(mode==1) begin
					if(i==0 && j==0 && X==0 && Y==0)
						begin  dc2_8bit[i][j] = refm[0];   dc3_8bit[i][j] = refm[4];   dc1_9bit[i][j] = ((unFilDC<<1)+2);     end
					else if  (i ==0 &&  Y==0)
						begin  dc2_8bit[i][j] = refm[j];   dc3_8bit[i][j] = unFilDC;   dc1_9bit[i][j] = ((unFilDC<<1)+2);     end
					else if  (j ==0 && !X ) 
						begin  dc2_8bit[i][j] = refm[4+i]; dc3_8bit[i][j] = unFilDC;   dc1_9bit[i][j] = ((unFilDC<<1)+2);   end
				end
			end 
		   always @ (*)begin			    
				predPixel[i][j] = {a_[i][j]};
				if(mode!=0)
					predPixel[i][j] = a [i][j]; 
				if((mode == 10 || mode == 26) && isPredFilter)  begin      
					if(j==0 && X==0)
						if(c[i][bitDepth]==0)
							predPixel[i][0] = (b[i]>>bdepth_8_10)%2==1? ((1<<bdepth_8_10)-1): b[i][bitDepth-1:0];
						else
							predPixel[i][0] = b[i][bitDepth]==1? 0: b[i][bitDepth-1:0] ;
					else if(j!=0)
						predPixel[i][j] =  a [i][j];
					end
					if(mode == 1 && isPredFilter) begin
						if((j ==0 && X==0) || (i ==0 &&  Y==0 ))
							predPixel[i][j] = ((dc2_8bit[i][j]+dc3_8bit[i][j]+dc1_9bit[i][j])>>2);
						else 
							predPixel[i][j] = unFilDC;
						end
					else if(mode==1)
						predPixel[i][j] = unFilDC;   
			end
		end 		
	end
endgenerate
endmodule
[flow/run.sh]
#!/bin/bash
# OpenROAD 26Q1-2900-gdf79404cd8, Yosys 0.63+post, stock flow scripts
make -C /OpenROAD-flow-scripts/flow DESIGN_CONFIG=/design/flow/config.mk WORK_HOME=/design/flow/orfs finish
[flow/config.mk]
export PLATFORM = sky130hd
export DESIGN_NAME = intra_pred_l2
export DESIGN_NICKNAME = intra_pred_l2
export VERILOG_FILES = /design/flow/design.v
export SDC_FILE = /design/flow/constraint.sdc
export NUM_CORES = 4
export LEC_CHECK = 1
export CORE_AREA = 10 10 682 682
export DIE_AREA = 0 0 692 692
[flow/constraint.sdc]
current_design intra_pred_l2

set clk_period 30.3
set clk_io_pct 0.2

create_clock -name clk0 -period $clk_period [get_ports {clk}]

set non_clock_inputs [all_inputs -no_clocks]
set_input_delay [expr $clk_period * $clk_io_pct] -clock clk0 $non_clock_inputs
set_output_delay [expr $clk_period * $clk_io_pct] -clock clk0 [all_outputs]
==> summary.txt <==
This memo summarizes the results of the implementation run.

Detailed routing
The average wire length per cell after detail routing is 21.9 um. The detailed router finished its first iteration with 2,245 violations. The number of DRC violations after detailed routing is 0. The routed layout has 56,442 vias. The first-pass detailed-route iteration total is 6. The total length of routed wires is 333 mm. The count of nets left with antenna violations once routing finished came out at 0.

For this run, the detailed router reports a per-instance via density of 3.72.

Timing
For the final database, setup skew stands at 0.0165 ns. The final setup violation count is 0. The fmax is 44.6 MHz.

The number of failing hold endpoints at the final stage is 0. The post-route fraction of the period consumed by the critical path is 0.741. Measured against its own limit, the worst slew margin works out to 0.380.

Setup repair after global routing left no endpoint under its margin. The setup TNS is 0 ns. The clock period minus worst slack is 22.45 ns. The number of pins with negative max-slew slack in the final report is 0. The transition time recorded at the tightest slew-check pin is 0.923 ns.

Critical path
The worst register-to-register path ends at unFilDC_[5]. The timing report shows the most common cell along the critical path to be ha_1. Of all nets on the critical path, the largest fanout is 5. The class of the most critical setup path is in2out. Broken down by cell family, the worst path's largest delay share belongs to AND-OR/OR-AND gates. The register-to-register setup slack is 25.52 ns. The worst register-to-register path depth is 21.

The worst setup path is captured at an output pin. Among all stages on the critical path, the maximum delay recorded is 0.90 ns. The kind of start point of the critical path is a primary input. On the critical path the data arrives at 16.39 ns.

The critical path endpoint has a required time of 24.24 ns. The worst-path cell with the longest stage delay is clkdlybuf4s50_1. The buffering stage count on the worst path with inverters included is 5. For the worst reg-to-reg path, the startpoint reported by OpenROAD is DC_unShift[0].

Power and ir drop
Looking at the VDD voltage map, the peak drop is 0.000132 V. The total power divided by cell area is 114 nW/um2. The power report puts the leakage power at 41.6 nW.

The switching share of power is 0.589. The proportion of power drawn by the clock network is 0.003. Total power for the finished layout comes to 9.83 mW. The power report attributes to the combinational group a share of 0.993.

The power spent charging and discharging nets is 5.79 mW. The portion of total power attributed to sequential cells is 0.004. The internal power of the cells totals 4.04 mW.

Min path
Hold analysis shows the worst path with a depth of 1. STA shows the worst min-delay path finishing at unFilDC_[1]. The startpoint of the lowest-slack hold path is unFilDC_[1]. The classification of the worst-slack hold path is reg2reg.

Die
In this run the standard cell core region covers 449,000 um2. The die outline area is 479,000 um2. Measured along the x axis, the die boundary spans 692 um. The initial standard-cell utilization of the core is 0.152. The die boundary height is 692 um. The floorplan row count is 246. The top-level port count is 1,296.

Flow run
Across all stage logs, warnings added up to 307. The reported max-cap violation count is 0.

Outcome
The flow ran to the end, and the final reports show no timing, DRC or antenna violations.

GRT
The first global-routing pass estimated 456 mm of wire. The pin count of the biggest net entering global routing is 59. The total global routing overflow is 0. The number of global-route vias before repair is 57,497. Total global-route track usage over all layers is 0.141. The initial antenna violation count is 263.

Logic synthesis
The synthesized chip area reported by yosys is 68,200 um2. The commonest cells after synthesis are inv_1, fa_1, ha_1. The synthesized design contains 23 register bits. After synthesis, the cell types taking the most area are fa_1, ha_1, inv_1, and2_1, xnor2_1. The cell count after synthesis is 8,179. After synthesis, the mean cell area works out to 8.34 um2. Summing every instance area after synthesis gives 68,200 um2. Per the synthesis report, the number of distinct cell types is 93. The yosys warning tally is 89. The cell count in the Yosys report is 8,179. For this run, the register share of the synthesized area comes to 0.00844. The portion of synthesized cell area occupied by the leading cell type is 0.339. Of all flip-flops after synthesis, the portion carrying an async set or reset was 1.00.

The number of flops mapped to enable cells by yosys is 0. inv_1 is the most common cell in the netlist. The top cell type by total area after synthesis is fa_1. The most instantiated flip-flop cell in the synthesis netlist is dfrtp_1.

Layout
Of the cells placed in the final design, the portion with a size suffix greater than 1 is 0.0361. Across the whole layout, storage elements account for 576 um2. In the final layout, the multi-input gates occupy 59,700 um2. The utilization after layout is 0.192. The area added between synthesis and finish is 26.5%.

The final-layout fill cell count is 49,797.

CTS
Buffers inserted to repair hold after CTS numbered 0. Once the clock tree was built, the resizer swapped 0 gates to a different size. Per the post-CTS timing run, clock transition at the registers of the reported paths is 0.07 ns. Counting the buffers created by CTS gives 3. The CTS tree is done. CTS saw 23 sinks. The buffers inserted during post-CTS setup optimization is 0. The number of H-tree branching levels is 1. Per the skew report, the later register of the worst-skew pair sees a clock latency of 0.28 ns.

The clock passes through at most 2 buffers. The clock tree root driver cell is clkbuf_16.

Placed design
According to the dpl log, the detail-placed design has an HPWL of 310 mm. After its last routability iteration, the placer logged a weighted congestion of 0.943. The count of port buffers added during placement is 984.
## power groups by stage
| stage | Sequential [mW] | Combinational (mW) | Clock (mW) |
|---|---|---|---|
| 6_report | 0.0355 | 9.76 | 0.0328 |
| 4_1_cts | 0.0355 | 10.1 | 0.0330 |
| 5_1_grt | 0.0360 | 10.9 | 0.0340 |
## worst max-delay path by stage
stage / startpoint / cells past startpoint / endpoint
5_1_grt: DC_xxxx_data[1] / 38 / predSamples[119]
6_report: DC_xxxx_data[0] / 40 / predSamples[103]
4_1_cts: DC_xxxx_data[0] / 41 / predSamples[119]
## cell families (layout without fill, tap and decap cells)
group | Yosys count | in the layout | synth area share
and+or+nand+nor | 2144 | 2144 | 0.162
buffers and inverters | 2120 | 3033 | 0.119
adders and majority gates | 2104 | 2104 | 0.513
AOI/OAI and AO/OA | 1089 | 1089 | 0.104
xor gates and xnor gates | 574 | 574 | 0.0738
muxes | 124 | 124 | 0.0193
DFF | 23 | 23 | 0.00844
other | 1 | 123 | 0.0000550
## routing by layer
metal	global-route usage	wire length, um	vias up
met2	0.233	157000	1419
li1	-	-	27366
met3	0.0639	34500	507
met1	0.162	127000	26986
met4	0.0445	13900	164
met5	0	1080	-
## cell usage in the layout, fill, tap and decap left out, types with 25 or more instances in the layout
cell             synthesis  final
nor2b_1                 54     54
nand2_1                651    649
nor3_1                 130    128
mux2i_1                 62     62
a21oi_1                266    266
nand3_1                 36     36
o31ai_1                 44     44
o21bai_1                68     68
fa_1                  1155   1155
conb_1                   1     32
inv_1                 1872   1871
o21a_1                 116    116
clkdlybuf4s50_1          0    980
a211oi_1                31     31
a21o_1                 120    120
or3_1                   29     29
and2_1                 805    805
nor2_1                 250    247
or2_2                   29     28
diode_2                  0     91
o21ai_0                247    240
mux2_2                  62     62
xor2_1                 154    152
nand2b_1                64     64
a31oi_1                 26     25
buf_4                   33    171
xnor2_1                419    415
and3_1                  26     26
ha_1                   949    949
## through the flow
| stage | instances | hold slack [ns] | setup slack, ns | cell area, um2 |
|---|---|---|---|---|
| 2_1_floorplan | 8210 | 0.448 | 10.84 | 68300 |
| 3_3_place_gp | 15071 | 0.462 | 7.90 | 85900 |
| 3_5_place_dp | 15071 | 0.472 | 7.91 | 85900 |
| 4_1_cts | 15075 | 0.490 | 7.87 | 86000 |
| 5_1_grt | 15134 | 0.524 | 7.27 | 86100 |
| 6_report | 15166 | 0.491 | 7.85 | 86200 |
## area by class of cell
| cell class | count | area share |
|---|---|---|
| multi-input cells | 6067 | 0.693 |
| well taps | 5952 | 0.0864 |
| diodes | 91 | 0.00264 |
| repair buffers | 1154 | 0.129 |
| clock buffers | 3 | 0.000871 |
| inverters | 1875 | 0.0817 |
| flip-flops and latches | 23 | 0.00668 |
| clock inverters | 1 | 0.0000871 |
## flip-flops by register name, indices dropped and copies added (netlist names)
register and cells:
DC_unShift 15, unFilDC_ 8
Power is estimated from default activity; no workload was simulated.
